==> design/flow/design.v <==
module dff_rst_en (
	output logic q,
	input logic d, 
	input logic clk,
	input logic rst,
	input logic en
);
always_ff @(posedge clk or negedge rst) begin
	if (!rst == 1'b1) begin
		q <= 1'b0;
	end
	else if (en == 1'b1) begin
		q <= d;
	end
end
endmodule
module dff_rst_hi_en (
	output logic q,
	input logic d, 
	input logic clk,
	input logic rst,	 
	input logic en
);
always_ff @(posedge clk or negedge rst) begin
	if (!rst == 1'b1) begin
		q <= 1'b1;
	end
	else if (en == 1'b1) begin
		q <= d;
	end
	else begin
		q <= q;
	end
end
endmodule
module pipe_reg_rst_nop_en #(
	parameter BitWidth = 32
)(
	output wire [BitWidth-1:0] out,
	input wire [BitWidth-1:0] in,
	input wire clk,
	input wire rst,
	input wire en
);
genvar i;
generate
	for (i = 0; i < BitWidth; i++) begin : create_flops
		if ((i < 2) || (i == 4)) begin
			dff_rst_hi_en dff_i (
				.q(out[i]),
				.d(in[i]),
				.clk(clk),
				.rst(rst),
				.en(en)
			);
		end
		else begin
			dff_rst_en dff_i (
				.q(out[i]),
				.d(in[i]),
				.clk(clk),
				.rst(rst),
				.en(en)
			);
		end
	end
endgenerate
endmodule
==> design/flow/run.sh <==
#!/bin/bash
# OpenROAD 26Q1-2900-gdf79404cd8, Yosys 0.63+post, stock flow scripts
make -C /OpenROAD-flow-scripts/flow DESIGN_CONFIG=/design/flow/config.mk WORK_HOME=/design/flow/orfs finish
==> design/flow/config.mk <==
export PLATFORM = sky130hd
export DESIGN_NAME = pipe_reg_rst_nop_en
export DESIGN_NICKNAME = pipe_reg_rst_nop_en
export VERILOG_FILES = /design/flow/design.v
export SDC_FILE = /design/flow/constraint.sdc
export NUM_CORES = 4
export LEC_CHECK = 1
export CORE_AREA = 10 10 94 94
export DIE_AREA = 0 0 104 104
==> design/flow/constraint.sdc <==
current_design pipe_reg_rst_nop_en

set clk_period 1.1
set clk_io_pct 0.2

create_clock -name clk0 -period $clk_period [get_ports {clk}]

set non_clock_inputs [all_inputs -no_clocks]
set_input_delay [expr $clk_period * $clk_io_pct] -clock clk0 $non_clock_inputs
set_output_delay [expr $clk_period * $clk_io_pct] -clock clk0 [all_outputs]
==> results.toml <==
# physical design summary
[outcome]
status = "complete, but fails checks"
violations = "setup timing"

[worst_setup_path]
cp_top_family = "flip-flops"
crit_required_ns = 0.88
cp_slowest_cell = "dfstp_2"
critical_path.max_stage_delay_ns = 0.53
cp-start-kind = "register"
arrival_ns = 0.89
end_kind = "primary output"
crit_path_cell_trace = "buf_2"
crit_type = "register to primary output"
critPathMaxFanout = 2
worst-path-buf-inv = 1

[floorplan]
fp_util = 0.233
ios = 67
dieArea_sq_um = 10800
die_x_um = 104
core_sq_um = 6830
rows = 30
die_h_um = 104

[layout]
final_util = 0.323
largest_reg_flops = 32
syn2layout_area_growth_pct = 38.7
layout_top_registers = "create_flops.genblk1.dff_i.q x32"
regMostFlops = "create_flops.genblk1.dff_i.q"
drive_gt1_frac = 0.519
final_cells = 254

[global_routing]
grt_pass1_vias = 979
grt_antenna_before_repair = 0
grt_start_max_net_pins = 18
grt_use_total = 0.0629
grt_pass1_wl_um = 5550
grt-ovfl-total = 0

[final_timing]
max_slew_margin = 0.855
hold_viol = 0
skew_ns = 0
whs_ns = 0.290
setup_viol = 1
maxSlewViolCount = 0
period_used_share = 1.01
fin_crit_ns = 1.11
worst_pin_slew_ns = 0.217
rsz0062_at_grt = "true"
fmax_ghz = 0.902
finalWorstSetupSlack_ns = -0.00836

[logic_synthesis]
synth_cell_types = 7
netlist_instances = 100
avgSynthCellArea_sq_um = 15.9
topCellsByArea = "dfrtp_1, mux2_4, buf_4, dfstp_2, buf_12"
synth_area_sq_um = 1590
largest_area_cell = "dfrtp_1"
synth_stat.cells = 100
ys.flops = 32
ys_warn_count = 2
ys_seq_share = 0.506
synth_top_area_share = 0.457
synth_chip_area_sq_um = 1590

[flow_run]
cap_violations = 0
warnings = 27

[clock_network]
clk_latency_ns = 0.27
cts-htree-levels = 2
cts_hold_buf = 0
clockBufferDepth = 2
clkTransAtPathRegs_ns = 0.07
cts_tree = "yes"
cts_buffers = 5
root_buffer = "clkbuf_8"
clkSinkCount = 32

[routing]
vias = 865
wl_per_cell_um = 13.1
drc = 0
drt-vias-per-instance = 3.41
dr.first_iter.drc_count = 7
insertedDiodeCount = 0
drt_wl_total_um = 3330
drtAntennaViolNets = 0
drtPass1Iterations = 3

[pwr]
p_per_area_nw_per_um2 = 1280
peakVddDrop_mv = 0.373
leakagePower_nw = 1.04

[place]
dp_cells = 230
place.gp.congestion = 0.712
dpl.hpwl_um = 2550
numPortBuffers = 66

[min_path]
hold_class = "input pin to asynchronous set/reset pin"
==> synth_stat cells <==
master	number
buf_12	3
buf_6	1
buf_4	32
dfrtp_1	29
mux2_4	30
dfstp_2	3
mux2_2	2
==> through the flow <==
step	setup slack, ns	instance area (sq um)	setup TNS, ns	power, mW
floorplan	0.213	1590	0	1.75
global placement	-0.0896	2110	-0.258	2.00
detailed placement	-0.0910	2110	-0.259	2.00
CTS	-0.0271	2220	-0.0646	2.87
global route	-0.0454	2200	-0.129	3.00
finish	-0.00836	2200	-0.00836	2.81
==> cell type report <==
class	instances	area, sq um
Multi-Input combinational cell	32	473
Timing Repair Buffer	86	726
Tap cell	96	120
Sequential cell	32	805
Fill cell	688	4630
Clock buffer	8	80.1
==> layout by cell type (no fill, tap or decap) <==
| master | netlist | routed |
|---|---|---|
| clkbuf_1 | 0 | 3 |
| mux2_4 | 30 | 30 |
| dfrtp_1 | 29 | 29 |
| clkdlybuf4s50_1 | 0 | 33 |
| clkdlybuf4s15_1 | 0 | 11 |
| clkbuf_2 | 0 | 18 |
| dfstp_2 | 3 | 3 |
| buf_4 | 32 | 18 |
| clkbuf_8 | 0 | 5 |
| buf_12 | 3 | 2 |
| mux2_2 | 2 | 2 |
| buf_2 | 0 | 4 |
==> path summary, 6_finish.rpt <==
check,start,end,slack (ns),cells after the start
worst max register to register,create_flops[9].genblk1.dff_i.q,create_flops[9].genblk1.dff_i.q,0.10,3
worst min register to register,create_flops[17].genblk1.dff_i.q,create_flops[17].genblk1.dff_i.q,0.51,1
min in group clk0,en,create_flops[27].genblk1.dff_i.q,0.45,3
worst max-delay path,create_flops[4].genblk1.dff_i.q,out[4],-0.008,1
max in group asynchronous,rst,create_flops[1].genblk1.dff_i.q,0.56,2
worst min-delay path,rst,create_flops[11].genblk1.dff_i.q,0.29,2
==> routing by layer <==
layer / vias up / share of wire / global-route usage
li1: 414 / - / -
met5: - / 0 / 0
met4: 0 / 0.0096 / 0.00895
met3: 3 / 0.066 / 0.0238
met1: 417 / 0.44 / 0.0826
met2: 31 / 0.48 / 0.0991
==> report_power, final <==
group	internal, mW	switching, mW	total (mW)
combinational	0.452	0.141	0.594
clock	0.449	0.408	0.857
sequential	1.30	0.0589	1.36
==> logic make-up after synthesis <==
group | Yosys count | share of synthesized area
flops | 32 | 0.506
mux | 32 | 0.298
buf+inv | 36 | 0.196
==> timing repair <==
item                                    in CTS  in global routing
setup buffers                                6                 10
endpoints found under the setup margin      32                 25
gates resized                               67                 18
Power and IR drop assume default switching activity.
