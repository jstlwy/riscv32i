**flow/design.v**
```verilog
module dff_rst_en (
	output logic q,
	input logic d, 
	input logic clk,
	input logic rst,
	input logic en
);
always_ff @(posedge clk or negedge rst) begin
	if (!rst == 1'b1) begin
		q <= 1'b0;
	end
	else if (en == 1'b1) begin
		q <= d;
	end
end
endmodule
module general_reg_rst_en #(
	parameter BitWidth = 32
)(
	output wire [BitWidth-1:0] out,
	input wire [BitWidth-1:0] in,
	input wire clk,
	input wire rst,
	input wire en
);
genvar i;
generate
	for (i = 0; i < BitWidth; i++) begin : create_flops
		dff_rst_en dff_i (
			.q(out[i]),
			.d(in[i]), 
			.clk(clk),
			.rst(rst),
			.en(en)
		);
	end
endgenerate
endmodule
```
**flow/run.sh**
```bash
#!/bin/bash
# OpenROAD 26Q1-2900-gdf79404cd8, Yosys 0.63+post, stock flow scripts
make -C /OpenROAD-flow-scripts/flow DESIGN_CONFIG=/design/flow/config.mk WORK_HOME=/design/flow/orfs finish
```
**flow/config.mk**
```make
export PLATFORM = sky130hd
export DESIGN_NAME = general_reg_rst_en
export DESIGN_NICKNAME = general_reg_rst_en
export VERILOG_FILES = /design/flow/design.v
export SDC_FILE = /design/flow/constraint.sdc
export NUM_CORES = 4
export LEC_CHECK = 1
export CORE_AREA = 10 10 94 94
export DIE_AREA = 0 0 104 104
```
**flow/constraint.sdc**
```tcl
current_design general_reg_rst_en

set clk_period 1.5
set clk_io_pct 0.2

create_clock -name clk0 -period $clk_period [get_ports {clk}]

set non_clock_inputs [all_inputs -no_clocks]
set_input_delay [expr $clk_period * $clk_io_pct] -clock clk0 $non_clock_inputs
set_output_delay [expr $clk_period * $clk_io_pct] -clock clk0 [all_outputs]
```
==> impl_metrics.toml <==
# implementation run metrics
[synth]
avgSynthCellArea_um2 = 15.9
yosysTopAreaCell = "dfrtp_1"
synthTopCellsByArea = "dfrtp_1 51%, mux2_4 28%, buf_4 15%"
common_cells = "32 x buf_4, 32 x dfrtp_1, 30 x mux2_4"
synth-main-ff-cell = "dfrtp_1"
yosysChipArea_um2 = 1590
syn_inst = 100
edf_count = 0
syn_area_um2 = 1590
ys_seq_frac = 0.505
top_cell_area_share = 0.505
synth-seq-cells = 32
yosys_warnings = 1
ys_types = 6
ys_cells = 100
async_flop_share = 1.00

[min_path]
hold_path.class = "in -> async"

[layout]
largest_register_ffs = 32
syn_to_final_growth_pct = 38.2
layout-drive-gt1-share = 0.307
regMostFlops = "create_flops.dff_i.q"
reg_top3 = "create_flops.dff_i.q x32"
finalNonFillerCells = 236

[final_timing]
worstMarginPinSlew_ns = 0.419
clock_skew_ns = 0
hold_viol = 0
slew-limit-headroom = 0.721
grt_setup_unrepaired = "no"
setup_viol = 0
holdWs_ns = 0.483
fin_crit_ns = 1.44
period_used_share = 0.960
fin_tns_setup_ns = 0
maxSlewViolCount = 0
fmax_ghz = 0.694

[drt]
vias_per_cell = 3.37
drc_errors = 0
wl_per_cell_um = 14.1
detail-route-antenna-nets = 0
n_antenna_cell = 0
drt_pre_antenna_iters = 4
drt_iter0_markers = 50
via_count = 796
wl_um = 3340

[floorplan]
core_um2 = 6830
fp_util = 0.232
chipArea_um2 = 10800
io_pins = 67
die_h_um = 104
row_count = 30
fp.dieW_um = 104

[global_routing]
grt_util_all_layers = 0.0638
grt_max_degree = 33
grt_antenna_before_repair = 0
grt_pass1_vias = 945
grt_pass1_wl_um = 5580
grt_overflow = 0

[clock_tree]
cts_made_buffers = 5
cts_htree_levels = 2
cts.sinks = 32
root_buffer = "clkbuf_8"
cts_setup_buffers = 0
clk_path_buf_depth = 2
clk_latency_ns = 0.28
cts.clk_slew.worst_paths_ns = 0.07
tritoncts = "built"

[setup_path]
r2r_cells = 1
r2r_setup_slack_ns = 0.72
slowest_delay_ns = 0.49
path_buffers = 1
required_ns = 1.20
r2r-start = "create_flops[9].dff_i.q"
cp_data_arrival_time_ns = 1.14
cp_max_fo = 2
critPathTopFamily = "buffers and inverters"
cp-start-kind = "flip-flop"
critPathKind = "reg -> out"
end_kind = "primary output"
cp-startpoint = "create_flops[22].dff_i.q"
crit_cells = 1
crit_chain = "clkdlybuf4s50_1"
slowest_stage = "clkdlybuf4s50_1"
worstReg2RegEnd = "create_flops[9].dff_i.q"
endpoint = "out[22]"

[placed_design]
port_buffers = 66
dp.cells = 228
routabilityCongestion = 0.652
place_hpwl_um = 2510

[power]
totalPowerFinal_mw = 2.16
ir_drop_uv = 325
p_comb_frac = 0.202
seq_power_share = 0.462
netSwitchingFraction = 0.211
clkPwrFrac = 0.336
p_sw_uw = 456
power_density_nw_per_um2 = 987
p_leak_nw = 0.960
p_int_mw = 1.71

[run]
tool_warnings = 25
drv_cap = 0

[outcome]
outcome = "finished, final reports clean"
[layout make-up]
cell class	count	area (um2)
Sequential cell	32	801
Clock buffer	7	96.3
Tap cell	96	120
Timing Repair Buffer	69	701
Multi-Input combinational cell	32	473
Fill cell	708	4640
[layer usage]
layer	GRT usage	vias up	wire length, um
met5	0	-	0
met4	0.00895	0	36
met3	0.0238	3	218
met2	0.101	33	1610
met1	0.0836	384	1470
li1	-	376	-
[worst min-delay path by stage]
stage,to,cells after the start,slack (ns)
final,create_flops[18].dff_i.q,2,0.48
after CTS,create_flops[26].dff_i.q,2,0.52
after global routing,create_flops[18].dff_i.q,2,0.51
[what timing repair did]
action / in CTS / in global routing
hold buffers: 1 / 0
gates resized: 0 / 0
hold endpoints to repair: 16 / 0
endpoints found under the setup margin: 0 / 0
[per-stage QoR]
stage                     setup WS, ns  utilization  instance area, um2
final                           0.0601        0.321                2190
after CTS                       0.0287        0.321                2190
after detailed placement         0.343        0.305                2080
after global routing           0.00608        0.321                2190
after floorplan                  0.533            -                1590
after global placement           0.336        0.305                2080
[power by group through the flow]
stage	registers (mW)	logic, mW	clock network (mW)
CTS	1.00	0.450	0.763
global route	1.01	0.471	0.804
finish	0.999	0.437	0.726
[cell families after synthesis]
logic type / share of synthesized area
flops: 0.505
mux: 0.298
buf+inv: 0.197
[cells in the final DEF (no fill, tap or decap), drive strengths merged]
cell type	count
mux2	32
clkbuf	7
buf	4
dfrtp	32
dlygate4sd3	1
clkdlybuf4s50	64
