==> design/flow/design.v <==
module add #(
	parameter BitWidth = 64
)(
	output wire [BitWidth-1:0] y,
	output wire cout,
	input wire [BitWidth-1:0] a,
	input wire [BitWidth-1:0] b,
	input wire cin
);
localparam SumWidth = BitWidth + 1;
wire [SumWidth-1:0] sum;
assign sum = SumWidth'(a) + SumWidth'(b) + SumWidth'(cin);
assign y = sum[BitWidth-1:0];
assign cout = sum[SumWidth-1];
endmodule
module add_sub #(
	parameter BitWidth = 64
)(
	output wire [BitWidth-1:0] y,
	output wire cout,
	input wire [BitWidth-1:0] a,
	input wire [BitWidth-1:0] b,
	input wire sub1_add0
);
wire [BitWidth-1:0] b_in, b_neg;
assign b_neg = ~b;
assign b_in = sub1_add0 ? b_neg : b;
add #(
		.BitWidth(BitWidth)
	)
	adder (
		.y(y),
		.cout(cout),
		.a(a),
		.b(b_in),
		.cin(sub1_add0)
	);
endmodule
==> design/flow/run.sh <==
#!/bin/bash
# OpenROAD 26Q1-2900-gdf79404cd8, Yosys 0.63+post, stock flow scripts
make -C /OpenROAD-flow-scripts/flow DESIGN_CONFIG=/design/flow/config.mk WORK_HOME=/design/flow/orfs finish
==> design/flow/config.mk <==
export PLATFORM = sky130hd
export DESIGN_NAME = add_sub
export DESIGN_NICKNAME = add_sub
export VERILOG_FILES = /design/flow/design.v
export SDC_FILE = /design/flow/constraint.sdc
export NUM_CORES = 4
export LEC_CHECK = 1
export CORE_AREA = 10 10 135 135
export DIE_AREA = 0 0 145 145
==> design/flow/constraint.sdc <==
current_design add_sub

set clk_period 41.4
set clk_io_pct 0.2

create_clock -name clk0 -period $clk_period

set non_clock_inputs [all_inputs -no_clocks]
set_input_delay [expr $clk_period * $clk_io_pct] -clock clk0 $non_clock_inputs
set_output_delay [expr $clk_period * $clk_io_pct] -clock clk0 [all_outputs]
==> flow_metrics.tcl <==
# collected from the flow reports
set metrics [dict create \
    status "complete, no violations" \
    yosysTopAreaCell "ha_1" \
    report.final.slew_viol_count 0 \
    crit_type "in2out" \
    crit_buf_inv 3 \
    final_util 0.440 \
    post_drt_via_cell_ratio 5.03 \
    crit_fanout 33 \
    layout.clock_buffers 0 \
    arrival_ns 12.51 \
    gp_routability_congestion 0.944 \
    grt_antenna_before_repair 2 \
    final-setup-viol-count 0 \
    ys_seq_frac 0 \
    dieArea_um2 21000 \
    final_critical_path_share_of_the_clock_period 0.502 \
    die.size.x_um 145 \
    post_route_minimum_period_ns 20.79 \
    number_of_top_level_design_ports 194 \
    openroad.warnings 38 \
    rsz_0062_raised_after_global_routing "no" \
    postSynthCellCount 665 \
    post-dp-hpwl_um 15000 \
    required_ns 33.12 \
    pre_cts_slack_ns 20.57 \
    switching_power_uw 72.3 \
    final_layout_top_logic_cells "193 x clkdlybuf4s50_1, 91 x a21oi_1, 83 x xor2_1, 69 x ha_1, 62 x nand2_1" \
    max_cap_violations 0 \
    top_area_frac 0.187 \
    syn-mean-instance-area_um2 6.95 \
    portBuffers 194 \
    layout_top_cell "clkdlybuf4s50_1" \
    peakVddDrop_mv 0.0111 \
    power_density_nw_per_um2 23.8 \
    switching_share 0.453 \
    post_synth_main_area_contributors "ha_1 19%, xor2_1 16%, a21oi_1 9.9%" \
    global_route_wire_length_before_repair_um 27900 \
    totalNegativeSetupSlack_ns 0 \
    cp-start-kind "input port" \
    synth_area_um2 4620 \
    achievable-frequency_ghz 0.0481 \
    drt_first_pass_iters 5 \
    fin_ws_ns 20.61 \
    postRouteWirelength_um 17300 \
    cts-resized-gates 0 \
    nFillCells 1594 \
    finalPower_uw 160 \
    grtUsageTotal 0.156 \
    final-seq-area_um2 0 \
    vias_in_the_first_global_route 5268 \
    cts_post_setup_buffers_inserted 0 \
    cp_slowest_cell "buf_4" \
    vias 5236 \
    placeableCoreArea_um2 15300 \
    dr.first_iter.drc_count 224 \
    cts_hold_repair_buffers 0 \
    synth_chip_area_um2 4620 \
    finalHoldWorstSlack_ns 17.59 \
    hold_class "in2out" \
    crit_chain "buf_4, buf_4, xor2_1, ha_1, nand4_1, a211oi_1, nor2_1, nor2_1, nor3_1, o41ai_2, o22ai_1, o41ai_2, a221oi_1, xnor2_1, clkdlybuf4s50_1" \
    drt-wirelength-per-cell_um 16.6 \
    layout-drive-gt1-share 0.0278 \
    placement_rows 45 \
    hold_violations 0 \
    ys_types 61 \
    synthesis.yosys.warnings 0 \
    power.leakage_uw 0.00286 \
    yosys_cells 665 \
    worstSetupEndpointType "output pin" \
    cell_internal_pwr_uw 87.4 \
    largest_net_degree_at_the_start_of_global_routing 34 \
    worst_slew_pin_slew_ns 0.538 \
    critical_path.top_delay_family "buffers and inverters" \
    die_y_um 145 \
    share_comb_of_total_power 1.000 \
    drc 0 \
    syn_to_final_growth_pct 45.1 \
    n_sequential_cell 0 \
    maxSlewHeadroom 0.641 \
    max_stage_delay_ns 0.55 \
    sequentialPowerShare 0 \
    floorplan_utilization 0.303 \
    drt.antenna.violating_nets 0 \
    clkPwrFrac 0 \
    global_route.overflow_total 0 \
]
==> per-layer routing <==
metal / global-route usage / routed length, µm
met1: 0.213 / 8140
met2: 0.258 / 7780
met3: 0.0350 / 1270
met4: 0.00664 / 85
met5: 0 / 0
==> stage by stage <==
| step | instance area, µm² | std cells |
|---|---|---|
| floorplan | 4620 | 665 |
| global placement | 6710 | 1039 |
| detailed placement | 6710 | 1039 |
| CTS | 6710 | 1039 |
| global route | 6710 | 1040 |
| finish | 6710 | 1040 |
==> Yosys cell counts (all sizes together) (2+ instances only) <==
cell / count
a211oi: 9
and3: 7
o21ai: 39
a221oi: 2
a31oi: 5
xnor2: 39
buf: 9
o21bai: 20
ha: 69
nand4: 20
a21oi: 93
xor2: 83
nand2: 62
nand3: 16
nand4b: 2
a211o: 4
nor4: 2
nor2b: 11
inv: 20
a21o: 36
o221ai: 2
o22ai: 3
nor3: 12
clkbuf: 23
and4: 3
mux2i: 2
o41ai: 2
o21a: 4
nor2: 41
or3: 2
o211ai: 2
a21boi: 2
o31ai: 3
nand2b: 5
==> power by group through the flow <==
stage / registers, µW / logic, µW / clock network [µW]
CTS: 0 / 161 / 0
global route: 0 / 177 / 0.00000323
finish: 0 / 160 / 0.00000324
==> final timing paths <==
check	cells past startpoint	startpoint	end	slack (ns)
max	15	sub1_add0	y[42]	20.61
min	3	a[0]	y[0]	17.59
==> cells by family (layout without fill, tap and decap cells) <==
logic type	count (synthesis)	after routing	synth area share
other	0	1	0
adders and majority gates	70	70	0.191
and+or+nand+nor	187	187	0.195
xor gates and xnor gates	122	122	0.231
AOI/OAI and AO/OA	232	232	0.332
muxes	2	2	0.00704
buffers and inverters	52	215	0.0441
==> area by class of cell <==
cell class                 count  area, µm²  area share
tap                          211        264      0.0394
multi-input combinational    613       4420       0.659
inverter                      20       75.1      0.0112
antenna                        1       2.50    0.000373
timing repair buffer         195       1950       0.290
==> tightest hold or removal path, stage by stage <==
cell and delay [ns]:
clkdlybuf4s50_1 0.54, xor2_1 0.09, clkdlybuf4s50_1 0.41
Power and IR drop assume default switching activity.
